==> ./design.v <==
`timescale 1ps / 1ps
module CRC (clk ,poly, zeroes , data_in, crc_out);   
  input clk;           
  input [2:0]zeroes ;
  input [3:0]data_in ; 
  input [3:0]poly ;
  output [2:0]crc_out;
  reg [2:0] q1, q2, q3, q4, q5, q6, q7, q8, q9;
  reg pop,pop1, pop2, pop3, pop4, pop5, pop6, pop7, pop8, pop9;
  reg [3:0] inter,y,y1, y2, y3, y4, y5, y6, y7, y8, y9;
  reg [2:0] ans,ans1, ans2, ans3, ans4, ans5, ans6, ans7, ans8;
  assign inter[0] = poly[0]; 
  assign inter[1] = poly[1];
  assign inter[2] = poly[2];
  LeftShiftRegister lr (clk, zeroes , zeroes[0], q1, pop) ;  
  LeftShiftRegister lr1 (clk, q1 , data_in[3], q2, pop1) ;
  assign y = pop1 ? inter: zeroes;
  XOR xor1 (y,q2,ans);	   
  LeftShiftRegister lr2 (clk, ans ,  data_in[2], q3, pop2) ;
  assign y1 = pop2 ? inter: zeroes;
  XOR  xor2 (y1,q3,ans1);	  	   
  LeftShiftRegister lr3 (clk, ans1,  data_in[1], q4, pop3) ;
  assign y2 = pop3 ? inter: zeroes;
  XOR xor3 (y2,q4,ans2);	  
  LeftShiftRegister lr4 (clk, ans2 , data_in[0], q5, pop4) ;
  assign y3 = pop4 ? inter: zeroes;
  XOR xor4 (y3,q5,ans3);
  LeftShiftRegister lr5 (clk, ans3 , zeroes[2], q6, pop5) ;
  assign y4 = pop5 ? inter: zeroes;
  XOR xor5 (y4,q6,ans4);	  
  LeftShiftRegister lr6 (clk, ans4 , zeroes[1], q7, pop6) ;
  assign y5 = pop6 ? inter: zeroes;
  XOR xor6 (y5,q7,ans5);	 
  LeftShiftRegister lr7 (clk, ans5,  zeroes[1],  q8, pop7) ;
  assign y6 = pop7 ? inter: zeroes;
  XOR xor7 (y6,q8,ans6);	
  assign crc_out = ans6;
endmodule
`timescale 1ps / 1ps
module Dff(d, clk, q, q_bar);
  input d, clk;
  output reg q, q_bar;
  always @(posedge clk)
  begin
      q <= d;          
      q_bar <= ~d;     
  end
endmodule
`timescale 1ps / 1ps
module XOR (y,current,ans);	
	input [3:0] y;
	input [2:0]	current;
	output [2:0] ans;
	assign ans[0]  = current[0] ^ y[0]; 
	assign ans[1]  = current[1]  ^ y[1];
	assign ans[2]  = current[2]  ^ y[2];
endmodule
`timescale 1ps / 1ps
module LeftShiftRegister(clk, prev , din, q, pop);
  input clk;           
  input din;           
  input [2:0]prev ;
  output [2:0] q;      
  output pop;
  wire d0, d1, d2, d3,q1_bar,q2_bar,q3_bar,q4_bar; 
  assign pop = prev[2];	
  Dff dff1 (din, clk, d0, q1_bar);
  Dff dff2 (prev[0], clk, d1, q2_bar);
  Dff dff3 (prev[1], clk, d2, q3_bar);
  assign q = { d2, d1, d0};
endmodule
==> ./run.sh <==
#!/bin/bash
# OpenROAD 26Q1-2900-gdf79404cd8, Yosys 0.63+post, stock flow scripts
make -C /OpenROAD-flow-scripts/flow DESIGN_CONFIG=/design/flow/config.mk WORK_HOME=/design/flow/orfs finish
==> ./config.mk <==
export PLATFORM = sky130hd
export DESIGN_NAME = CRC
export DESIGN_NICKNAME = CRC
export VERILOG_FILES = /design/flow/design.v
export SDC_FILE = /design/flow/constraint.sdc
export NUM_CORES = 4
export LEC_CHECK = 1
export CORE_AREA = 10 10 80 80
export DIE_AREA = 0 0 90 90
==> ./constraint.sdc <==
current_design CRC

set clk_period 8.9
set clk_io_pct 0.2

create_clock -name clk0 -period $clk_period [get_ports {clk}]

set non_clock_inputs [all_inputs -no_clocks]
set_input_delay [expr $clk_period * $clk_io_pct] -clock clk0 $non_clock_inputs
set_output_delay [expr $clk_period * $clk_io_pct] -clock clk0 [all_outputs]
==> flow_summary_export.csv <==
group,metric,value,unit
status,status,"finished, final reports clean",
worst_setup_path,critPathLaunchType,"input pin",
floorplanning,fp.dieW,90,um
worst_setup_path,reg2reg_depth,6,
global_routing,grt_pass1_vias,553,
cts,cts_resized,0,
final_timing,finalMaxSlewViolations,0,
routing,diodes,0,
floorplanning,die_h,90,um
floorplanning,ios,15,
placed_design,io_buffers,13,
cts,cts_tree,"done",
worst_setup_path,r2r-start,"lr7.dff1.q",
finish,drive_gt1_frac,0.08333,
routing,drtIter0Drc,51,
final_timing,setup_viol,0,
worst_setup_path,timing.rr.end,"lr6.dff3.q",
cts,cts_hold_buf,0,
final_timing,finalCriticalPeriod,5.609,ns
synth,ys_seq_frac,0.4384,
worst_setup_path,crit_path_end,"crc_out[2]",
hold_path,hold_path_class,"flop to flop",
synth,ys_area,913.4,um^2
routing,finalWirelength,1581,um
synth,syn_area_per_cell,13.43,um^2
global_routing,gr-total-overflow,0,
cts,cts_root_buf,"clkbuf_8",
global_routing,grt_pass1_wl,2739,um
worst_setup_path,crit_chain,"clkdlybuf4s50_1, maj3_2, xnor2_4, mux2i_1, xnor2_1, clkdlybuf4s50_1",
routing,ant_nets,0,
worst_setup_path,crit_arrival,3.83,ns
worst_setup_path,crit_type,"input pin to primary output",
finish,most-common-layout-cells,"21 x xnor2_1, 20 x dfxtp_1, 19 x mux2i_1",
job,maxCapViolations,0,
final_timing,finalClockPeriodUsage,0.6303,
power_and_ir_drop,power_density,322.9,mW/mm^2
synth,top_cells_by_area,"dfxtp_1 44%, mux2i_1 21%, xnor2_1 20%, xnor3_1 4.9%, xnor2_4 3.0%",
cts,clkLatencyLatePin,0.25,ns
global_routing,antenna_found_initial,0,
synth,syn_area,913.4,um^2
final_timing,max_slew.worst_pin.slew,0.4135,ns
routing,viasPerCell,3.411,
placed_design,dpl.hpwl,1111,um
final_timing,max-slew-margin-rel,0.7223,
finish,final_cells,151,
final_timing,max_freq,178.3,MHz
finish,layout.cells.most_common,"xnor2_1",
cts,numCtsBuffers,3,
synth,yosysUniqueCellTypes,10,
floorplanning,die_area,0.008100,mm^2
final_timing,holdWs,0.3298,ns
global_routing,grt_usage,0.04034,
synth,synth_warnings,12,
routing,routedWlPerCell,10.47,um
synth,synth.top_cell.area_share,0.4384,
power_and_ir_drop,cellLeakagePower,0.4763,nW
cts,postCtsSetupRepairBufs,0,
cts,htreeDepth,1,
worst_setup_path,crit_path_frequent_cell,"clkdlybuf4s50_1",
routing,drc,0,
synth,yosys.area.top_type,"dfxtp_1",
final_timing,tns,0,ns
routing,dr.pass1.iters,2,
final_timing,rsz0062_at_grt,"false",
final_timing,hold_viol,0,
worst_setup_path,crit_fanout,8,
worst_setup_path,worst-r2r-setup-slack,6.51,ns
floorplanning,coreArea,0.004723,mm^2
routing,via_count,515,
placed_design,place_inst,147,
placed_design,place_congestion,0.8488,
worst_setup_path,crit_start,"zeroes[2]",
cts,clock-sinks,20,
worst_setup_path,critPathSlowestCell,"clkdlybuf4s50_1",
synth,ys_cells,68,
worst_setup_path,setup.worst_path.end_class,"primary output",
cts,clk_pin_slew_worst_paths,0.07,ns
floorplanning,fp_util,0.1934,
synth,synth_cells,68,
power_and_ir_drop,power,0.3834,mW
final_timing,clock_skew,0.001697,ns
worst_setup_path,crit_required,7.12,ns
worst_setup_path,slowest_delay,0.55,ns
synth,ys.flops,20,
global_routing,grt_start_max_net_pins,13,
finish,area_growth,30.00,%
floorplanning,placementRows,25,
power_and_ir_drop,vdd_ir_drop_max,0.1429,mV
job,log.warning_count,26,
cts,cts_buffer_depth,2,
[synth_stat cells]
| master | instances |
|---|---|
| maj3_1 | 1 |
| buf_6 | 1 |
| xnor2_1 | 21 |
| maj3_2 | 1 |
| dfxtp_1 | 20 |
| mux2i_1 | 19 |
| xnor3_1 | 2 |
| xnor2_4 | 1 |
| xor3_2 | 1 |
| xor2_1 | 1 |
[through the flow]
stage | setup slack [ns] | instance area (um^2) | utilization
after floorplan | 4.492 | 913.4 | -
final | 3.291 | 1187 | 0.2514
after global placement | 3.260 | 1116 | 0.2363
after detailed placement | 3.249 | 1116 | 0.2363
after CTS | 3.239 | 1187 | 0.2514
after global routing | 3.103 | 1187 | 0.2514
[routing by layer]
| metal | vias to the layer above | global-route usage | share of wire |
|---|---|---|---|
| li1 | 258 | - | - |
| met1 | 241 | 0.05807 | 0.53 |
| met2 | 14 | 0.05751 | 0.42 |
| met3 | 2 | 0.01593 | 0.051 |
| met4 | 0 | 0.003979 | 0.0063 |
| met5 | - | 0 | 0 |
[worst max-delay path: cells and delay by family]
kind,cells,cell delay [ns]
multiplexers,1,0.26
buffers and inverters,2,1.04
adder cells (fa/ha/maj),1,0.41
XOR/XNOR,2,0.35
[kinds of logic after synthesis]
kind of cell / after synthesis / synth area share
XOR/XNOR: 26 / 0.3178
adder cells (fa/ha/maj): 2 / 0.02329
buffers and inverters: 1 / 0.01233
flip-flops: 20 / 0.4384
multiplexers: 19 / 0.2082
[power breakdown]
part           total (mW)  internal [mW]  switching, mW
registers           0.127          0.111         0.0157
clock network      0.0892         0.0600         0.0293
logic               0.168          0.111         0.0567
[worst min path at each step]
stage          from         end  slack [ns]  cells past startpoint
4_1_cts   lr.dff1.q  lr1.dff2.q        0.33                      0
5_1_grt   lr.dff1.q  lr1.dff2.q        0.34                      0
6_report  lr.dff1.q  lr1.dff2.q        0.33                      0
[final cells by class]
class / instances / area, um^2
repair buffers: 13 / 130.1
clock inverters: 1 / 30.03
fillers: 498 / 3536
flip-flops and latches: 20 / 400.4
multi-input cells: 47 / 501.7
well taps: 67 / 83.83
clock buffers: 3 / 41.29
Power is estimated from default activity; no workload was simulated.
