## flow/run.sh

```bash
#!/bin/bash
# OpenROAD 26Q1-2900-gdf79404cd8, Yosys 0.63+post, stock flow scripts
make -C /OpenROAD-flow-scripts/flow DESIGN_CONFIG=/design/flow/config.mk WORK_HOME=/design/flow/orfs finish
```

## flow/config.mk

```make
export PLATFORM = sky130hd
export DESIGN_NAME = control_logic
export DESIGN_NICKNAME = control_logic
export VERILOG_FILES = /design/flow/design.v
export SDC_FILE = /design/flow/constraint.sdc
export NUM_CORES = 4
export LEC_CHECK = 1
export CORE_AREA = 10 10 71 71
export DIE_AREA = 0 0 81 81
```

## flow/constraint.sdc

```tcl
current_design control_logic

set clk_period 1.5
set clk_io_pct 0.2

create_clock -name clk0 -period $clk_period [get_ports {clk}]

set non_clock_inputs [all_inputs -no_clocks]
set_input_delay [expr $clk_period * $clk_io_pct] -clock clk0 $non_clock_inputs
set_output_delay [expr $clk_period * $clk_io_pct] -clock clk0 [all_outputs]
```

## flow/design.v

```verilog
`timescale 1ps / 1ps
module control_logic(
    input clk,             
    input reset,           
    input e,               
    input rw,               
    input k,               
    input y,               
    output reg [11:0] state, 
    output reg x,          
    output reg s1,         
    output reg s0,         
    output reg cmp,        
    output reg l,          
);
    reg [11:0] next_state;
    always @(*) begin
        next_state[0] = (state[0] & ~e) | state[11] ;  
        next_state[1] = (state[0] & e );                       
        next_state[2] = (state[1] & ~rw) | state[8];                       
        next_state[3] = state[2] ;                                                 
        next_state[4] = state[3] | ~k & state[6];                                                 
        next_state[5] = state[4] & y;                                                 
        next_state[6] = state[4] & ~y;
		next_state[7] = state[6] & k;  
		next_state[8] = state[1] & rw;    
		next_state[9] = state[7] ; 
		next_state[10] = state[7] ; 
		next_state[11] = state[9] | state[10]; 
        next_state = next_state & ~state; 
    end
    always @(posedge clk or posedge reset) begin
        if (reset)
            state <= 7'b0000001; 
        else
            state <= next_state; 
    end
    always @(*) begin
        x = state[0] | state[4] | state[6] | state[9];                 
        s0 = state[2] | state[4] | state[5]| state[8]| state[9];     
        s1 = state[3] | state[5] | state[6] | state[9] | state[10];            
        l = state[1] | state[3] | state[8] | state[9];    
    end
endmodule
```

==> results.toml <==
# generated from flow reports
[yosys]
synthesis.area_per_instance_um2 = 10.6
synth_cell_types = 16
synth_flops = 12
yosys_warning_tally = 2
synth.yosys.seq_area_share_pct = 66.4
netlist_area_um2 = 454
yosys.stat.chipArea_um2 = 454
syn_inst = 43
yosysCellCount = 43

[floorplanning]
dieArea_um2 = 6560
num_ports = 23
placement_rows = 22
chipHeight_um = 81
fp.dieW_um = 81
initial_core_util_pct = 12.5
coreArea_um2 = 3630

[timing]
finalSetupViolations = 1
fin_ws_ps = -41.3
worst_clock_skew_ps = 0.357
slew_viol_final = 0
max_freq_mhz = 649
final-hold-violation-count = 0
share_of_the_cycle_needed_by_the_critical_path_after_routing_pct = 103
rsz0062_at_grt = "yes"
layout_min_cycle_time_ps = 1540
worst_hold_slack_ps = 369

[cts]
clkSlewWorstSetupHoldPaths_ps = 50
cts_max_path_buffers = 2
numClockSinks = 12
clk-insertion-delay-late_ps = 230
cts_tree = "done"
cts_root_buf = "sky130_fd_sc_hd__clkbuf_8"
postCtsHoldBufs = 0
cts_inserted_buffers = 3
htreeDepth = 1

[cells_and_area]
synthToLayoutAreaGrowth_pct = 94.2
fillerInstances = 402
number_of_flip_flops_in_the_largest_register = 12
final_layout_size_suffix_gt1_share_pct = 29.5
max_flop_register = "state"
largest_registers = "state x12"
fin_area_um2 = 882

[drt]
postRouteWirelength_mm = 1.43
antennaDiodeCount = 0
route.detailed.drc = 0
route.antenna.remaining_nets = 0
drt_first_iter_violations = 24
drt_pre_antenna_iters = 4
num_vias = 413
wl_per_cell_um = 11.3
routed_via_density = 3.28

[power_and_ir_drop]
ir_drop_uv = 183
power_density_nw_per_um2 = 783
report.power.total_w = 0.000690
power.leakage_nw = 0.505

[critical_path]
cp-start-kind = "flop"
setup.reg_to_reg.worst_slack_ps = 440
critical_path_required_ps = 1200
cp.arrival_ps = 1240
setup.worst_path.end_class = "output pin"
setup.worst_path.class = "flop to output pin"
timing.critical_path.fanout_max = 2

[flow_run]
count_of_tool_warnings = 27
max_cap_viol_count = 0

[run_status]
violations = "setup timing"
outcome = "finished, violations left"

[place]
preCtsSetupSlack_ps = -106
gp_congestion = 0.744
dpl-instance-area_um2 = 762
buffer_ports.inserted = 21

[min_path]
class_of_the_worst_hold_path = "input pin to async pin"

[global_route]
gr-usage-all-layers_pct = 4.34
first_pass_grt_wire_length_mm = 2.20
first_global_vias = 426
grt_max_degree = 13
grt_overflow_total = 0
antenna_violations_before_repair = 0
## worst max-delay path, cell delays in order (launching register included)
cell and delay (ps):
sky130_fd_sc_hd__dfstp_2 370, sky130_fd_sc_hd__or4_1 510, sky130_fd_sc_hd__buf_2 130
## cell type report
| type | instances | area [um2] | share of cell area [%] |
|---|---|---|---|
| Clock buffer | 4 | 55.1 | 6.24 |
| Inverter | 3 | 11.3 | 1.28 |
| Multi-Input combinational cell | 27 | 153 | 17.3 |
| Sequential cell | 12 | 303 | 34.3 |
| Tap cell | 48 | 60.1 | 6.81 |
| Timing Repair Buffer | 32 | 300 | 34.0 |
## what timing repair did
action | 4_1_cts | 5_1_grt
endpoints found under the setup margin | 6 | 9
pin swaps | 4 | 0
setup buffers | 3 | 2
gates resized | 20 | 7
## power by group
part	switching, W	internal, W	total [W]
clock network	0.000111	0.000231	0.000342
logic	0.00000934	0.0000139	0.0000233
registers	0.000000355	0.000325	0.000325
## Yosys cell counts
master,count,area [um2]
sky130_fd_sc_hd__dfrtp_1,11,275
sky130_fd_sc_hd__or4_1,1,7.51
sky130_fd_sc_hd__conb_1,1,3.75
sky130_fd_sc_hd__dfstp_2,1,26.3
sky130_fd_sc_hd__nand2_1,6,22.5
sky130_fd_sc_hd__nand2b_1,1,6.26
sky130_fd_sc_hd__nor3_1,1,5.00
sky130_fd_sc_hd__nor2b_1,4,25.0
sky130_fd_sc_hd__and3_1,1,6.26
sky130_fd_sc_hd__or2b_1,1,7.51
sky130_fd_sc_hd__nor2_1,7,26.3
sky130_fd_sc_hd__nor4_1,1,6.26
sky130_fd_sc_hd__buf_4,1,7.51
sky130_fd_sc_hd__inv_1,3,11.3
sky130_fd_sc_hd__nor3b_1,1,7.51
sky130_fd_sc_hd__a21oi_1,2,10.0
## cells in the final DEF (no fill, tap or decap), drive strengths merged, types with 2 or more instances in the layout
cell and instances:
dlymetal6s2s 3, inv 3, buf 13, nor2b 4
clkdlybuf4s50 11, dlygate4sd2 3, a21oi 2, dfrtp 11
clkbuf 5, nor2 7, nand2 6
## cell families (layout without fill, tap and decap cells)
family	Yosys count	after routing	synth area share, %
AND-OR/OR-AND	2	2	2.20
flip-flops	12	12	66.4
buffers and inverters	4	39	4.13
other	1	1	0.826
AND/OR/NAND/NOR	24	24	26.4
## final timing paths
path,startpoint,depth (start not counted),endpoint
setup / recovery,state[0],2,x
hold / removal,reset,2,state[11]
setup reg to reg,state[6],4,state[4]
hold reg to reg,state[11],1,state[11]
max in group asynchronous,reset,2,state[0]
min in group clk0,state[11],1,state[11]
## routing by layer
metal / up-vias / wire length (um) / track usage, %
met2: 16 / 615 / 6.05
li1: 203 / - / -
met4: 0 / 0 / 0.692
met5: - / 0 / 0
met3: 0 / 155 / 2.67
met1: 194 / 654 / 5.70
## stage by stage
step	std cells	util (%)	setup TNS [ps]
global placement	117	21.0	-151
detailed placement	117	21.0	-164
floorplan	43	-	0
global route	126	24.3	-189
finish	126	24.3	-41.3
CTS	124	23.6	-115
No activity file was given, so power comes from the tool's default toggle rates.
