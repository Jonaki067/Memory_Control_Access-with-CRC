<file path="constraint.sdc">
current_design ram_8x4

set clk_period 2.2
set clk_io_pct 0.2

create_clock -name clk0 -period $clk_period [get_ports {clk}]

set non_clock_inputs [all_inputs -no_clocks]
set_input_delay [expr $clk_period * $clk_io_pct] -clock clk0 $non_clock_inputs
set_output_delay [expr $clk_period * $clk_io_pct] -clock clk0 [all_outputs]
</file>
<file path="design.v">
`timescale 1ps / 1ps
module address_decoder ( address, decoded_address );
    input [2:0] address;
    wire [2:0] address;
    output [7:0] decoded_address;
    reg [7:0] decoded_address;
    always @(*) begin
        decoded_address = 8'b0;         
        decoded_address[address] = 1;  
    end
endmodule
`timescale 1ps / 1ps
module d_flip_flop ( clk, d, reset, enable, q );
    input clk;
    input d;
    input reset;
    input enable;
    output q;
    reg q;
    wire q_next;
    assign q_next = (~reset & enable & d) | (~reset & ~enable & q);
    always @(posedge clk) begin
        q <= q_next;
    end
endmodule
`timescale 1ps / 1ps
module ram_8x4 ( clk, reset, address, data_in, write_enable, read_enable, data_out );
    input clk;
    wire clk;
    input reset;
    wire reset;
    input [2:0] address;
    wire [2:0] address;
    input [3:0] data_in;
    wire [3:0] data_in;
    input write_enable;
    wire write_enable;
    input read_enable;
    wire read_enable;
    output [3:0] data_out;
    wire [3:0] data_out;
    wire [7:0] address_decoder_out;
    wire [31:0] flip_flop_outputs;
    wire [31:0] flip_flop_enable;
    reg [3:0] read_data;
    address_decoder dec_inst (address, address_decoder_out);
    genvar i, j;
    generate
        for (i = 0; i < 8; i = i + 1) begin : ROW
            for (j = 0; j < 4; j = j + 1) begin : COLUMN
                assign flip_flop_enable[i * 4 + j] = write_enable & address_decoder_out[i];
                d_flip_flop dff_inst (
                    clk, 
                    data_in[j], 
                    reset, 
                    flip_flop_enable[i * 4 + j], 
                    flip_flop_outputs[i * 4 + j]
                );
            end
        end
    endgenerate
    always @(*) begin
        if (read_enable) begin
            read_data[0] = flip_flop_outputs[address * 4 + 0];
            read_data[1] = flip_flop_outputs[address * 4 + 1];
            read_data[2] = flip_flop_outputs[address * 4 + 2];
            read_data[3] = flip_flop_outputs[address * 4 + 3];
        end else begin
            read_data = 4'bz;  
        end
    end
    assign data_out = read_data;
endmodule
</file>
<file path="run.sh">
#!/bin/bash
# OpenROAD 26Q1-2900-gdf79404cd8, Yosys 0.63+post, stock flow scripts
make -C /OpenROAD-flow-scripts/flow DESIGN_CONFIG=/design/flow/config.mk WORK_HOME=/design/flow/orfs finish
</file>
<file path="config.mk">
export PLATFORM = sky130hd
export DESIGN_NAME = ram_8x4
export DESIGN_NICKNAME = ram_8x4
export VERILOG_FILES = /design/flow/design.v
export SDC_FILE = /design/flow/constraint.sdc
export NUM_CORES = 4
export LEC_CHECK = 1
export CORE_AREA = 10 10 97 97
export DIE_AREA = 0 0 107 107
</file>
==> run summary <==
io pins - 15
Largest register FFs - 32
Largest regs - ROW.COLUMN.dff_inst.q (32)
first-pass GRT wire length - 7440 µm
antenna violations before repair - 0
CP Max Fanout - 5
Setup crit end - data_out[3]
CP top delay family - multiplexers
clk slew on worst S/H paths - 0.06 ns
FP Core Util - 0.237
CTS root buf - clkbuf_8
met3 wire len - 395 µm
synth unique cells - 26
Die Ht - 107 µm
ys flop type - dfxtp_1
Slew Limit Fails - 0
# fillers - 779
RSZ-0062 raised after global routing - no
logic area - 953 µm²
async set-or-reset flop fraction in the synthesized netlist - 0
slew margin rel. - 0.653
biggest area cells - dfxtp_1, mux4_1, nand3_1, a21oi_1, o21ai_1
HP Class - flip-flop to flip-flop
synthesized area per cell - 9.64 µm²
Mapped Cells - 179
Reg-to-Reg End - ROW[7].COLUMN[1].dff_inst.q
CP peak stage delay - 0.48 ns
yosys stat area - 1730 µm²
final hold viol count - 0
Die Width - 107 µm
PnR worst setup slack - 0.0677 ns
run status - finished clean
Top reg by flops - ROW.COLUMN.dff_inst.q
WP data required - 1.76 ns
placer congestion estimate - 0.836
Max Fclk - 469 MHz
clock sinks - 32
Worst path depth - 5
Congestion Overflow GR - 0
wire length on met1 - 2230 µm
number of max-cap violations - 0
post-layout minimum cycle time - 2.13 ns
cycle use final - 0.969
most frequent logic cell in the layout - dfxtp_1
TritonRoute pass-1 iters - 4
Clock Latency Late Sink - 0.28 ns
ys cells - 179
TritonCTS buffer count - 5
Buf+Inv Stages, Crit Path - 3
number of cell rows - 31
final hold slack - 0.480 ns
wirelength, routed - 4530 µm
pre-CTS WS - -0.595 ns
DR vias/cell - 4.68
crit path launch type - input pin
Worst R2R Start - ROW[7].COLUMN[1].dff_inst.q
CTS Buffer Depth - 2
Synth warnings - 4
Most common cell on crit path - buf_6
setup total negative slack - 0 ns
vias in the first global route - 1449
top sig layer - met4
slowest CP cell - mux4_2
Mapped Area - 1730 µm²
via count - 1433
worst IR drop on VDD - 0.260 mV
DRC Markers - 0
IO buf count - 13
HPWL after DPL - 3030 µm
cell type with the largest total area - dfxtp_1
share of layout cells above drive strength 1 - 0.280
final core utilization - 0.299
drt wl/cell - 14.8 µm
r2r setup slk - 1.55 ns
OpenROAD warnings - 30
ys flops - 32
worst setup path start - address[0]
kind of critical path - input pin to output port
Starting DRT DRC Count - 90
CP cell instances - buf_6 -> buf_6 -> mux4_2 -> mux2_4 -> dlygate4sd2_1
chip area - 11400 µm²
Diodes inserted - 0
Worst Skew - 0 ns
TritonCTS clock tree - yes
routed length on met2 - 1840 µm
R2R depth - 2
core outline area - 7290 µm²
critical path endpoint category - output port
Slew @ Worst Pin - 0.519 ns
Final ANT Viol Nets - 0
Power Total - 0.00127 W
most frequent cells in the layout - dfxtp_1, nand3_1, o21ai_1, a21oi_1, buf_4
largest net degree at the start of global routing - 25
Area growth syn-to-layout - 26.5%
H-tree levels - 2
gr usage total - 0.0799
final setup violation count - 0
Leak - 0.766 nW
data arrival time of the critical path - 1.69 ns
Power per Cell Area - 584 nW/µm²
Flop area - 641 µm²
Seq/Total Area, Yosys - 0.371
number of enable flip-flop cells - 0
Top-area cell share - 0.371
-- repair_timing --
item                       in CTS  in global routing
cloned                          2                  0
buffers inserted                3                  0
setup endpoints to repair       8                  3
gates resized                  24                  3
hold buffers                    0                  0
-- per-layer routing --
metal | up-vias | GRT usage
met5 | - | 0
met2 | 46 | 0.113
met3 | 5 | 0.0182
li1 | 701 | -
met1 | 681 | 0.121
met4 | 0 | 0.0184
-- worst register-to-register path: stages (launching register included) --
cell and delay [ns]:
dfxtp_1 0.34, o21ai_0 0.08, a21oi_1 0.16
-- cell usage after synthesis, types with 3 or more instances --
cell type  number
nand3_1        28
clkbuf_2        5
buf_6           3
nand2b_1        8
nand2_1         4
a21oi_1        20
dfxtp_1        32
clkbuf_1        3
ha_1            4
mux2i_1         4
mux2_2          4
mux4_1          8
a21oi_2         8
buf_2           4
o21ai_0         8
o21ai_1        20
and2_1          3
-- metrics by stage --
| step | area (µm²) | std cells |
|---|---|---|
| 4_1_cts | 2200 | 307 |
| 6_report | 2180 | 306 |
| 3_5_place_dp | 2070 | 294 |
| 5_1_grt | 2180 | 306 |
| 2_1_floorplan | 1730 | 179 |
| 3_3_place_gp | 2070 | 294 |
-- worst min path at each step --
stage | endpoint | cells after the start | start
CTS | ROW[7].COLUMN[2].dff_inst.q | 2 | ROW[7].COLUMN[2].dff_inst.q
global route | ROW[4].COLUMN[2].dff_inst.q | 2 | ROW[4].COLUMN[2].dff_inst.q
finish | ROW[7].COLUMN[2].dff_inst.q | 2 | ROW[7].COLUMN[2].dff_inst.q
-- area by class of cell --
type / instances / area share
clock inverter: 2 / 0.00459
inverter: 2 / 0.00344
multi-input combinational: 127 / 0.437
clock buffer: 6 / 0.0378
tap: 99 / 0.0568
timing repair buffer: 38 / 0.167
sequential: 32 / 0.294
-- kinds of logic (layout without fill, tap and decap cells) --
| group | count (synthesis) | after routing | synth area share |
|---|---|---|---|
| and+or+nand+nor | 48 | 48 | 0.155 |
| adders and majority gates | 4 | 4 | 0.0290 |
| AOI/OAI and AO/OA | 57 | 57 | 0.189 |
| DFF | 32 | 32 | 0.371 |
| xor gates and xnor gates | 2 | 2 | 0.0189 |
| buffers and inverters | 20 | 48 | 0.0653 |
| muxes | 16 | 16 | 0.171 |
-- report_power, final --
part	internal [W]	leakage, nW	total [W]	switching, W
sequential	0.000592	0.259	0.000598	0.00000665
combinational	0.0000995	0.457	0.000211	0.000112
clock	0.000249	0.0510	0.000465	0.000215
total	0.000940	0.766	0.00127	0.000334
Power and IR drop assume default switching activity.
